===== flow/run.sh =====
#!/bin/bash
# OpenROAD 26Q1-2900-gdf79404cd8, Yosys 0.63+post, stock flow scripts
make -C /OpenROAD-flow-scripts/flow DESIGN_CONFIG=/design/flow/config.mk WORK_HOME=/design/flow/orfs finish

===== flow/config.mk =====
export PLATFORM = sky130hd
export DESIGN_NAME = dice
export DESIGN_NICKNAME = dice
export VERILOG_FILES = /design/flow/design.v
export SDC_FILE = /design/flow/constraint.sdc
export NUM_CORES = 4
export LEC_CHECK = 1
export CORE_AREA = 10 10 70 70
export DIE_AREA = 0 0 80 80

===== flow/constraint.sdc =====
current_design dice

set clk_period 1.0
set clk_io_pct 0.2

create_clock -name clk0 -period $clk_period [get_ports {clk}]

set non_clock_inputs [all_inputs -no_clocks]
set_input_delay [expr $clk_period * $clk_io_pct] -clock clk0 $non_clock_inputs
set_output_delay [expr $clk_period * $clk_io_pct] -clock clk0 [all_outputs]

===== flow/design.v =====
`timescale 1ns / 100ps
 module dice(
    input clk,
    input rst,
    input button,
    output reg [2:0] throw
    );
    always @(posedge clk) begin
    	if (rst)
    	throw <= 3'b000;
    	else begin
    	if ((throw == 3'b000) | (throw == 3'b111))
    	throw <= 3'b001;
    	if (throw < 3'b110)
    	throw <= throw + button;
    	else
    	throw <= button ? 3'b001 : throw;
    	end
    end
endmodule

==> impl_metrics.env <==
# yosys + openroad results
export IMPL_rsz0062_at_grt="yes"
export IMPL_synth_most_common_cell="dfxtp_1"
export IMPL_die_w_um=80
export IMPL_drt_initial_drc_count=14
export IMPL_drtAntennaViolNets=0
export IMPL_vias_per_cell=2.42
export IMPL_syn_avg_cell_area_sq_um=10.5
export IMPL_yosysCellCount=14
export IMPL_track_usage_pct=1.92
export IMPL_grt_use_met1_pct=2.19
export IMPL_synthesis_area_sq_um=146
export IMPL_synth_distinct_cells=9
export IMPL_fp_util_pct=4.29
export IMPL_p_clk_share_pct=46.2
export IMPL_whs_ns=0.537
export IMPL_gp_congestion=0.754
export IMPL_port_buffer_count=5
export IMPL_cap_violations=0
export IMPL_cts_tree="built"
export IMPL_clockRootBuffer="clkbuf_4"
export IMPL_swShare_pct=24.5
export IMPL_violations="setup timing"
export IMPL_synth_top_area_share_pct=41.0
export IMPL_critical_path_arrival_ns=1.18
export IMPL_ys_warn_count=1
export IMPL_synthArstFlopShare_pct=0
export IMPL_largest_area_cell="dfxtp_1"
export IMPL_drc_errors=0
export IMPL_skew_ns=0.00128
export IMPL_coreArea_sq_mm=0.00342
export IMPL_cell_internal_pwr_uw=347
export IMPL_htreeDepth=1
export IMPL_combPwrFrac_pct=23.4
export IMPL_wl_per_cell_um=7.25
export IMPL_vias=186
export IMPL_dpl_cell_area_sq_um=318
export IMPL_pwr_share_seq_pct=30.4
export IMPL_r2r_slack_ns=-0.06
export IMPL_grt_pass1_wl_um=903
export IMPL_warning_count=28
export IMPL_ff_latch_area_sq_um=63.8
export IMPL_reg_top3="throw x3"
export IMPL_worst_ir_drop_vdd_v=0.000249
export IMPL_ys_ff=3
export IMPL_status="finished with violations"
export IMPL_cts_sinks=3
export IMPL_hp_class="primary input to flop"
export IMPL_grt_antenna_before_repair=1
export IMPL_dieArea_sq_mm=0.00640
export IMPL_grt_pass1_vias=179
export IMPL_clk_pin_slew_ns=0.04
export IMPL_largest_register="throw"
export IMPL_tightest_slew_ns=0.213
export IMPL_max_freq_ghz=0.946
export IMPL_hold_viol=0
export IMPL_end_kind="flop"
export IMPL_finalCriticalPeriod_ns=1.06
export IMPL_largest_reg_flops=3
export IMPL_firstDrtPassIters=2
export IMPL_crit_required_ns=1.12
export IMPL_synth_edff_count=0
export IMPL_fillers=397
export IMPL_setup_slack_ns=-0.0572
export IMPL_wl_um=558
export IMPL_synth_seq_share_pct=41.0
export IMPL_grtUsageMet3_pct=2.84
export IMPL_switchingPower_uw=113
export IMPL_fin_crit_sh_pct=106
export IMPL_dp_hpwl_um=387
export IMPL_cp_max_fo=3
export IMPL_yosys_area_sq_um=146
export IMPL_placed_cells=70
export IMPL_cts_buffers=3
export IMPL_area_leaders="dfxtp_1 41%, ha_1 17%, a311oi_1 12%"
export IMPL_grt_overflow=0
export IMPL_drive_above_1_share_pct=60.0
export IMPL_grt_util_met2_pct=1.85
export IMPL_grt_max_degree=7
export IMPL_clk_latency_ns=0.23
export IMPL_grt_busiest_layer="met3"
export IMPL_slew_limit_headroom_pct=85.7
export IMPL_rows=21
export IMPL_report_final_slew_viol_count=0
export IMPL_power_density_mw_per_mm2=1210
export IMPL_layout_area_comb_sq_um=118
export IMPL_total_leakage_power_nw=0.142
export IMPL_ff_type="dfxtp_1"
export IMPL_die_h_um=80
export IMPL_area_growth_pct=160
export IMPL_criticalPathCategory="flop to flop"
export IMPL_fin_cells=77
export IMPL_cts_buffer_depth=2
export IMPL_syn_inst=14
export IMPL_ioPinCount=6
export IMPL_ys_top_cells_by_count="3 x dfxtp_1, 2 x a21oi_1, 2 x a311oi_1, 2 x ha_1"
export IMPL_final_area_sq_um=380
export IMPL_start_kind="flop"
export IMPL_setup_violations_final=3
==> layer usage <==
layer	share of wire [%]	vias to the layer above
li1	-	87
met1	41	89
met2	32	10
met3	27	0
met4	0	0
met5	0	-
==> worst paths after layout <==
check,startpoint,to,cells after the start
max reg2reg,throw[0]$_SDFFE_PP0P_,throw[2]$_SDFFE_PP0P_,4
min,button,throw[1]$_SDFFE_PP0P_,3
max,throw[0]$_SDFFE_PP0P_,throw[2]$_SDFFE_PP0P_,4
min reg2reg,throw[0]$_SDFFE_PP0P_,throw[0]$_SDFFE_PP0P_,2
==> cell usage in the layout (no fill, tap or decap) <==
cell type        count
buf_4                5
a31o_1               1
nor3b_1              1
ha_4                 2
clkdlybuf4s50_1      1
clkbuf_1             1
buf_6                3
a311oi_1             1
nor2_1               1
clkbuf_4             3
clkdlybuf4s15_1      1
mux2i_1              1
dfxtp_2              3
diode_2              1
a21oi_2              1
dlygate4sd2_1        2
a311oi_2             1
a21oi_1              1
inv_1                1
==> final cells by class <==
| type | instances | share of cell area (%) |
|---|---|---|
| diodes | 1 | 0.658 |
| clock buffers | 4 | 6.91 |
| inverters | 1 | 0.987 |
| multi-input cells | 10 | 30.9 |
| flip-flops and latches | 3 | 16.8 |
| well taps | 46 | 15.1 |
| repair buffers | 12 | 28.6 |
==> power groups by stage <==
stage	registers [mW]	logic, mW	clock network, mW
4_1_cts	0.138	0.0983	0.222
5_1_grt	0.141	0.121	0.238
6_report	0.140	0.108	0.213
==> what timing repair did <==
action                                  CTS  global route
setup buffers                             3             0
endpoints found under the setup margin    6             6
gates cloned                              0             0
hold buffers                              0             0
pin swaps                                 2             0
resized                                   8             5
==> worst max-delay path, stage by stage, from the launching register on <==
cell,delay [ns]
dfxtp_2,0.33
ha_4,0.16
ha_4,0.15
nor3b_1,0.13
a31o_1,0.18
==> cells by family (layout without fill, tap and decap cells) <==
logic type                 Yosys count  in the layout  share of synthesized area, %
buffers and inverters                1             17                          2.56
adders and majority gates            2              2                          17.1
other                                0              1                             0
muxes                                1              1                          6.84
DFF                                  3              3                          41.0
AOI/OAI and AO/OA                    5              5                          24.8
and+or+nand+nor                      2              2                          7.69
==> metrics by stage <==
step                total power, mW  TNS [ns]  util, %  setup WS, ns
floorplan                     0.172   -0.0580        -       -0.0395
finish                        0.460    -0.128     11.1       -0.0572
CTS                           0.458    -0.161     10.5       -0.0693
global route                  0.501    -0.272     11.1        -0.103
detailed placement            0.230     -1.33     9.30        -0.478
global placement              0.224     -1.26     9.30        -0.437
Power and IR drop assume default switching activity.
